==> /design/flow/design.v <==
`timescale 1ns / 1ps
module FSM(
    input clock, resetn, pkt_valid, parity_done, fifo_full, low_pkt_valid,
    input soft_reset0, soft_reset1, soft_reset2,
    input fifo_empty0, fifo_empty1, fifo_empty2,
    input [1:0]data_in,   
    output busy, detect_addr, ld_state, laf_state, full_state, write_enb_reg, rst_int_reg, lfd_state
 );
 parameter DECODE_ADDRESS=0, WAIT_TILL_EMPTY=1, LOAD_FIRST_DATA=2, LOAD_DATA=3,
           LOAD_PARITY=4, CHECK_PARITY_ERROR=5, FIFO_FULL_STATE=6, LOAD_AFTER_FULL=7;
 reg [2:0]PS, NS;
 always@(posedge clock)
 begin
    if(!resetn)
        PS<=DECODE_ADDRESS;
    else if(( soft_reset0 && data_in[1:0]==0 ) ||
            ( soft_reset1 && data_in[1:0]==1 ) ||
            ( soft_reset2 && data_in[1:0]==2 ))
         PS<=DECODE_ADDRESS;        
    else
        PS<=NS;
 end
 always@(*)
 begin
    case(PS)
        DECODE_ADDRESS : if(( pkt_valid && (data_in[1:0]==0) && fifo_empty0 ) ||
                            ( pkt_valid && (data_in[1:0]==1) && fifo_empty1 ) ||
                            ( pkt_valid && (data_in[1:0]==2) && fifo_empty2 ))
                                        NS=LOAD_FIRST_DATA;
                         else if(( pkt_valid && (data_in[1:0]==0) && !fifo_empty0 ) ||
                                 ( pkt_valid && (data_in[1:0]==1) && !fifo_empty1 ) ||
                                 ( pkt_valid && (data_in[1:0]==2) && !fifo_empty2 ))
                                        NS=WAIT_TILL_EMPTY;
                         else           NS=DECODE_ADDRESS;
       WAIT_TILL_EMPTY : if(( fifo_empty0 && (data_in[1:0]==0) ) ||
                            ( fifo_empty1 && (data_in[1:0]==1) ) ||
                            ( fifo_empty2 && (data_in[1:0]==2) ))
                                        NS=LOAD_FIRST_DATA;
                         else           NS=WAIT_TILL_EMPTY;
       LOAD_FIRST_DATA :                NS=LOAD_DATA;
             LOAD_DATA : if( !fifo_full && !pkt_valid )
                                        NS=LOAD_PARITY;
                         else if( fifo_full)
                                        NS=FIFO_FULL_STATE;
                         else           NS=LOAD_DATA;
           LOAD_PARITY :                NS=CHECK_PARITY_ERROR;
    CHECK_PARITY_ERROR : if( fifo_full )
                                        NS=FIFO_FULL_STATE;
                         else
                                        NS=DECODE_ADDRESS;
       FIFO_FULL_STATE : if( !fifo_full )
                                        NS=LOAD_AFTER_FULL;
                         else if( fifo_full )
                                        NS=FIFO_FULL_STATE;
       LOAD_AFTER_FULL : if ( !parity_done && low_pkt_valid )
                                        NS=LOAD_PARITY;
                         else if ( !parity_done && !low_pkt_valid )
                                        NS=LOAD_DATA;
                         else if ( parity_done )
                                        NS=DECODE_ADDRESS; 
               default :                NS=DECODE_ADDRESS;
     endcase                                                                           
 end
assign busy = (PS==WAIT_TILL_EMPTY) || (PS==LOAD_FIRST_DATA) || (PS==LOAD_PARITY) || (PS==CHECK_PARITY_ERROR) ||
              (PS==FIFO_FULL_STATE) || (PS==LOAD_AFTER_FULL);
assign detect_addr = (PS==DECODE_ADDRESS);
assign lfd_state = (PS==LOAD_FIRST_DATA);
assign ld_state = (PS==LOAD_DATA);
assign laf_state = (PS==LOAD_AFTER_FULL);
assign full_state = (PS==FIFO_FULL_STATE);
assign write_enb_reg = (PS==LOAD_DATA) || (PS==LOAD_PARITY) || (PS==LOAD_AFTER_FULL);  
assign rst_int_reg = (PS==CHECK_PARITY_ERROR);
endmodule
==> /design/flow/run.sh <==
#!/bin/bash
# OpenROAD 26Q1-2900-gdf79404cd8, Yosys 0.63+post, stock flow scripts
make -C /OpenROAD-flow-scripts/flow DESIGN_CONFIG=/design/flow/config.mk WORK_HOME=/design/flow/orfs finish
==> /design/flow/config.mk <==
export PLATFORM = sky130hd
export DESIGN_NAME = FSM
export DESIGN_NICKNAME = FSM
export VERILOG_FILES = /design/flow/design.v
export SDC_FILE = /design/flow/constraint.sdc
export NUM_CORES = 4
export LEC_CHECK = 1
export CORE_AREA = 10 10 75 75
export DIE_AREA = 0 0 85 85
==> /design/flow/constraint.sdc <==
current_design FSM

set clk_period 3.1
set clk_io_pct 0.2

create_clock -name clk0 -period $clk_period [get_ports {clock}]

set non_clock_inputs [all_inputs -no_clocks]
set_input_delay [expr $clk_period * $clk_io_pct] -clock clk0 $non_clock_inputs
set_output_delay [expr $clk_period * $clk_io_pct] -clock clk0 [all_outputs]
==> results_tabular.tex <==
% Auto-generated results table
\begin{tabular}{lr}
\hline
Metric & Value \\
\hline
\multicolumn{2}{l}{\textbf{Run status}} \\
Outcome & completed \\
\multicolumn{2}{l}{\textbf{CTS}} \\
H-Tree Depth & 1 \\
Maximum root-to-sink buffer count & 2 \\
CTS tree & done \\
Clk pin slew, worst setup/hold paths & 30 ps \\
Number of buffers created by CTS & 3 \\
Number of instances resized during post-cts repair & 0 \\
Root Driver & clkbuf\_8 \\
Total setup buffers inserted after CTS & 0 \\
\# hold bufs at CTS & 0 \\
\multicolumn{2}{l}{\textbf{Global routing}} \\
Final global-route overflow total & 0 \\
Largest net degree at the start of global routing & 13 \\
Antenna violations before repair & 0 \\
Global-route usage over all layers & 3.42\% \\
Number of global-route vias before repair & 448 \\
First-pass GRT wire length & 2.06 mm \\
\multicolumn{2}{l}{\textbf{Setup path}} \\
Setup Crit Path Kind & register to output port \\
Biggest cell delay along the critical path & 430 ps \\
Worst path required time & 2480 ps \\
Kind of launch point of the worst setup path & register \\
Crit end category & output port \\
Signal arrival time at the worst endpoint & 1710 ps \\
Critical path cell sequence & inv\_1 > nor2\_1 > or3\_1 > clkdlybuf4s50\_1 \\
Cell with the largest stage delay on the worst path & clkdlybuf4s50\_1 \\
CP max FO & 12 \\
\multicolumn{2}{l}{\textbf{Synthesis}} \\
Cell Area, Synth & 444 µm² \\
Ys Warns & 1 \\
Cell type with the largest total area & dfxtp\_1 \\
Async set-or-reset flop fraction in the synthesized netlist & 0\% \\
Primary FF master, synth & dlxtn\_1 \\
Top post-synthesis cells by area & dfxtp\_1, dlxtn\_1, nor2\_1, inv\_1, nor2b\_1 \\
Synthesized area per cell & 7.40 µm² \\
Post-synthesis cell count from yosys & 60 \\
Flops out of synthesis & 6 \\
Cells after synthesis & 60 \\
Share of Yosys cell area claimed by the top area cell type & 13.5\% \\
Yosys-reported design area after synthesis & 444 µm² \\
Tally of unique sky130hd cells used after synthesis & 33 \\
Post-synth tally of flip-flops with integrated enable & 0 \\
\multicolumn{2}{l}{\textbf{Final layout}} \\
Leading cell type in the layout, fill and taps excluded & clkdlybuf4s50\_1 \\
P\&R area growth vs syn & 68.7\% \\
Most frequent logic cells in the routed design & clkdlybuf4s50\_1, nor2\_1, inv\_1 \\
Layout cells sized above 1 & 10.7\% \\
Cell area after layout & 749 µm² \\
\multicolumn{2}{l}{\textbf{STA}} \\
Final Hold Fails & 0 \\
Post-layout minimum cycle time & 2330 ps \\
Number of unconstrained endpoints & 3 \\
Final number of max-transition violations & 0 \\
Top achievable clock speed & 0.429 GHz \\
RSZ-0062 raised after global routing & no \\
Number of register pins that no clock reaches & 3 \\
Final cycle utilization of the critical path & 75.3\% \\
Setup tns final & 0 ps \\
Setup violators final & 0 \\
\multicolumn{2}{l}{\textbf{Die}} \\
Chip area & 0.00723 mm² \\
Die span in y & 85 µm \\
Site Rows & 23 \\
Core area & 0.00406 mm² \\
Starting utilization of the core area & 10.9\% \\
Horiz. Die Dim & 85 µm \\
\# IOs & 22 \\
\multicolumn{2}{l}{\textbf{Routing}} \\
Antenna Nets Post-Route & 0 \\
Number of vias in the routed layout & 470 \\
Via-to-Cell Ratio & 3.51 \\
Final antenna diode count & 0 \\
Final wirelength & 1.32 mm \\
Number of design-rule violations left by the first detailed-router iteration & 24 \\
Per-cell routed wire length & 9.81 µm \\
Initial DRT Pass Iterations & 4 \\
DRC & 0 \\
\multicolumn{2}{l}{\textbf{Power}} \\
Areal power density over the cells & 281 mW/mm² \\
Clk pwr share & 53.1\% \\
Net Sw Power & 0.0473 mW \\
IR Drop Worst-Case VDD & 0.0801 mV \\
Register share of total power & 22.9\% \\
Switching portion of total power & 22.5\% \\
Combinational cell fraction of total power & 23.9\% \\
Leakage power figure & 0.288 nW \\
Design internal power & 0.163 mW \\
\multicolumn{2}{l}{\textbf{Min path}} \\
Class of the worst hold path & primary input to register \\
\multicolumn{2}{l}{\textbf{Placed design}} \\
Routability congestion estimate from global placement & 0.688 \\
Number of input and output port buffers inserted & 21 \\
Post-detail-place hpwl & 1.12 mm \\
Area after detailed placement & 704 µm² \\
\multicolumn{2}{l}{\textbf{Job}} \\
Maximum Capacitance Violations & 0 \\
Number of warning messages in the logs & 25 \\
\hline
\end{tabular}
[cell usage after synthesis, types with 2 or more instances]
master    number
buf_4          2
inv_1          7
dfxtp_1        3
nor3_1         2
dlxtn_1        3
nor2b_1        3
nor2_1        11
o21ai_0        2
nand2_1        2
nand2b_1       2
[logic make-up after synthesis]
group           Yosys count  share of synthesized area (%)
simple gates             27                           31.8
compound gates           13                           25.4
buf+inv                  10                           10.4
mux                       3                           7.89
flops                     3                           13.5
latches                   3                           10.1
other cells               1                          0.844
[power by group through the flow]
stage         sequential (mW)  combinational [mW]  clock [mW]
finish                 0.0483              0.0504       0.112
global route           0.0490              0.0555       0.119
CTS                    0.0483              0.0516       0.116
[layout make-up]
type,instances,area (µm²)
Sequential cell,6,105
Inverter,7,26.3
Tap cell,50,62.6
Timing Repair Buffer,21,210
Clock buffer,4,45.0
Fill cell,453,3310
Multi-Input combinational cell,46,300
[state kept, by name, indices dropped and copies added, names as in the netlist]
| name | flops |
|---|---|
| NS | 3 |
| PS | 3 |
[stage by stage]
step	hold slack, ps	setup slack, ps	util [%]	total power [mW]	std cells
2_1_floorplan	814	1320	-	0.0698	62
3_3_place_gp	1280	649	17.4	0.0996	130
3_5_place_dp	1290	608	17.4	0.0999	130
4_1_cts	1070	741	18.5	0.215	134
5_1_grt	1110	662	18.5	0.224	134
6_report	1060	767	18.5	0.211	134
[worst max-delay path, delay by kind of cell, from the launching register on]
| kind | cells | cell delay (ps) |
|---|---|---|
| DFF | 1 | 410 |
| buffers and inverters | 2 | 630 |
| and+or+nand+nor | 2 | 460 |
[per-layer routing]
metal	track usage, %	part of all wire [%]
met5	0	0
met4	0.449	0
met3	1.35	4.7
met2	6.20	57
met1	3.72	38
[worst paths after layout]
path	cells past startpoint	slack, ps	from	end
worst max-delay path	4	770	PS[0]	busy
worst min-delay path	3	1060	resetn	PS[1]
worst max register to register	7	1330	PS[0]	PS[0]
Power is estimated from default activity; no workload was simulated.
