<file path="design/flow/config.mk">
export PLATFORM = sky130hd
export DESIGN_NAME = SYNCHRONIZER
export DESIGN_NICKNAME = SYNCHRONIZER
export VERILOG_FILES = /design/flow/design.v
export SDC_FILE = /design/flow/constraint.sdc
export NUM_CORES = 4
export LEC_CHECK = 1
export CORE_AREA = 10 10 70 70
export DIE_AREA = 0 0 80 80
</file>
<file path="design/flow/design.v">
`timescale 1ns / 1ps
module SYNCHRONIZER(  input clock, resetn, detect_add, write_enb_reg, 
                      input read_enb0, read_enb1, read_enb2,
                      input empty0, empty1, empty2,
                      input full0, full1, full2,
                      input [1:0]data_in,
                      output vld_out0, vld_out1, vld_out2,
                      output reg[2:0] write_enb,
                      output reg fifo_full,
                      output reg soft_rst0, soft_rst1, soft_rst2
                    );
     reg [4:0] count0, count1, count2;   
     reg [1:0] data_in_temp;
     always@(posedge clock)
     begin
        if(!resetn)
            data_in_temp <= 1'bz;
        else if(detect_add)
            data_in_temp <= data_in;
     end
     always@(*)
     begin
        case(data_in_temp)
          2'b00 : begin
                    fifo_full = full0;
                    if(write_enb_reg)
                        write_enb = 3'b001;
                    else
                        write_enb = 0;
                  end
          2'b01 : begin
                    fifo_full = full1;
                    if(write_enb_reg)
                        write_enb = 3'b010;
                    else
                        write_enb = 0;
                  end
          2'b10 : begin
                    fifo_full = full2;
                    if(write_enb_reg)
                        write_enb = 3'b100;
                    else
                        write_enb = 0;
                  end
        default : begin 
                    fifo_full = 0;
                    write_enb = 0;
                  end
      endcase 
     end
     assign vld_out0 = ~empty0;
     assign vld_out1 = ~empty1;
     assign vld_out2 = ~empty2;
     always@(posedge clock)
     begin
        if(!resetn) begin
            soft_rst0 <= 0;
            count0 <= 0;
        end
        else if(vld_out0 && !read_enb0)
        begin
            if(count0 == 29) begin
                soft_rst0 <= 1;
                count0 <= 0;
            end
            else begin
                soft_rst0 <= 0;
                count0 = count0+1;
            end
       end   
       else count0 = 0;             
    end
    always@(posedge clock)
    begin
        if(!resetn) begin
            soft_rst1 <= 0;
            count1 <= 0;
        end
        else if(vld_out1 && !read_enb1)
        begin
            if(count1 == 29) begin
                soft_rst1 <= 1;
                count1 <= 0;
            end
            else begin
                soft_rst1 <= 0;
                count1 = count1+1;
            end
       end  
       else count2 = 0;              
   end
   always@(posedge clock)
   begin
       if(!resetn) begin
           soft_rst2 <= 0;
           count2 <= 0;
       end
       else if(vld_out2 && !read_enb2)
       begin
           if(count2 == 29) begin
               soft_rst2 <= 1;
               count2 <= 0;
           end
           else begin
               soft_rst2 <= 0;
               count2 = count2+1;
           end
      end   
      else  count2 = 0;             
  end
endmodule
</file>
<file path="design/flow/run.sh">
#!/bin/bash
# OpenROAD 26Q1-2900-gdf79404cd8, Yosys 0.63+post, stock flow scripts
make -C /OpenROAD-flow-scripts/flow DESIGN_CONFIG=/design/flow/config.mk WORK_HOME=/design/flow/orfs finish
</file>
<file path="design/flow/constraint.sdc">
current_design SYNCHRONIZER

set clk_period 2.7
set clk_io_pct 0.2

create_clock -name clk0 -period $clk_period [get_ports {clock}]

set non_clock_inputs [all_inputs -no_clocks]
set_input_delay [expr $clk_period * $clk_io_pct] -clock clk0 $non_clock_inputs
set_output_delay [expr $clk_period * $clk_io_pct] -clock clk0 [all_outputs]
</file>
==> results_dict.tcl <==
# implementation run metrics
set metrics [dict create \
    dp_hpwl_mm 1.151 \
    netlist-cell-type-count 25 \
    largest_area_cell "sky130_fd_sc_hd__dfxtp_1" \
    tritoncts_num_sinks 14 \
    drive_above_1_share_pct 7.292 \
    gp_routability_congestion 0.7683 \
    top_cell_area_share_pct 39.92 \
    first_pass_iters 2 \
    reg2reg_setup_slack_ps 1300 \
    warnings 28 \
    slew_headroom_pct 59.88 \
    synthArstFlopShare_pct 0 \
    timing.rr.start "count1[0]" \
    groute.usage.overall_pct 4.023 \
    worstPathArrival_ps 1690 \
    synthAdderAreaFrac_pct 7.678 \
    ys_warn_count 12 \
    drc_errors 0 \
    final_area_sq_um 958.4 \
    average_footprint_of_a_synthesized_cell_sq_um 9.181 \
    maxSlewViolCount 0 \
    crit_family "buffers and inverters" \
    num_io_pins 25 \
    critPathRequiredTime_ps 2160 \
    setup.worst_path.end_class "primary output" \
    detailed_place.area_sq_um 922.1 \
    floorplan.core_area_sq_um 3416 \
    yosys-stat-cells 71 \
    cts.repair_timing.setup_buffer_count 0 \
    reg_power_share_pct 52.0 \
    route.detailed.vias_per_inst 3.866 \
    aoi_oai_family_share_of_the_synthesized_area_pct 9.021 \
    root_buffer "sky130_fd_sc_hd__clkbuf_4" \
    initial_antenna_violation_count 0 \
    ctsLongestPathBuffers 2 \
    edf_count 1 \
    max_clock_freq_mhz 448.2 \
    num_vias 549 \
    final_setup_violating_endpoints 0 \
    timing.rr.end "count1[1]" \
    power-per-cell-area_nw_per_um2 445.3 \
    area.growth.synth_to_final_pct 47.02 \
    vdd_ir_drop_max_uv 144.4 \
    gr-total-overflow 0 \
    crit_path_start "write_enb_reg" \
    critical_path.slowest_cell "sky130_fd_sc_hd__clkdlybuf4s50_1" \
    grt_max_degree 9 \
    first_global_vias 510 \
    antenna_left 0 \
    p_int_uw 337.1 \
    pwr-share-comb_pct 13.2 \
    synth.yosys.seq_area_share_pct 44.53 \
    maxCapViolCount 0 \
    layout.filler_cells 351 \
    endpoint "write_enb[0]" \
    fin_crit_sh_pct 82.63 \
    synth-xor-area-share_pct 6.718 \
    ys_top_cells_by_count "sky130_fd_sc_hd__dfxtp_1, sky130_fd_sc_hd__nor2_1, sky130_fd_sc_hd__inv_1" \
    synthFlopType "sky130_fd_sc_hd__dfxtp_1" \
    final.setup_skew_ps 0.3024 \
    whs_path_depth 1 \
    tightestPinTransition_ps 595.4 \
    tritoncts_clock_tree "done" \
    total_leakage_power_nw 0.3605 \
    switching_power_uw 89.67 \
    synth-area-yosys_sq_um 651.9 \
    syn_inst 71 \
    insertion_delay_ps 270 \
    detailedRoute.firstIterationViolations 17 \
    cp_num_buf_inv 2 \
    setup.worst_path.start_class "input pin" \
    ys_top_cells_by_area "sky130_fd_sc_hd__dfxtp_1, sky130_fd_sc_hd__ha_1, sky130_fd_sc_hd__nor2_1, sky130_fd_sc_hd__edfxtp_1, sky130_fd_sc_hd__xnor2_1" \
    path_depth_of_the_worst_reg2reg_path 4 \
    clk_pin_slew_worst_paths_ps 80 \
    muxShareOfSynthArea_pct 3.071 \
    floorplan.rows 21 \
    die_area_sq_um 6400 \
    ctsResizeCount 0 \
    wire_per_inst_um 9.507 \
    setup_repair_after_global_routing_missed_its_margin "no" \
    cell_area_synth_sq_um 651.9 \
    wirelength_mm 1.350 \
    post_synth_main_logic_family "simple AND/OR/NAND/NOR gates" \
    cts_hold_buffers 0 \
    fp.dieW_um 80 \
    number_of_hold_slack_violations_in_the_final_timing_report 0 \
    synth.cellmix.simpleShare_pct 23.80 \
    clkPwrFrac_pct 34.8 \
    power.share.switching_pct 21.01 \
    max_stage_delay_ps 490 \
    cts_made_buffers 3 \
    floorplan.initialDensity_pct 19.08 \
    grt_first_pass_wirelength_mm 2.180 \
    path_common_cell "sky130_fd_sc_hd__clkdlybuf4s50_1" \
    path_class "input pin to primary output" \
    io_buffer_count 22 \
    synth_dominant_cell_count "sky130_fd_sc_hd__dfxtp_1" \
    worst-path-stages 3 \
    clock_tree.htree_level_count 1 \
    fin_setup_tns_ps 0 \
    final.min_clock_period_ps 2231 \
    totalPowerFinal_uw 426.7 \
    antennaDiodeCount 0 \
    min_delay_worst_type "flip-flop to flip-flop" \
    series_of_cell_instances_along_the_critical_path "clkdlybuf4s50_1 -> nor3b_1 -> clkdlybuf4s50_1" \
    status "finished clean" \
    crit_path_max_fanout 3 \
    synth_flops 14 \
    die_h_um 80 \
]
-- worst reg2reg max path, delay by kind of cell, from the launching register on --
family	cells	cell delay (ps)
AND/OR/NAND/NOR	1	100
adder cells (fa/ha/maj)	1	170
AND-OR/OR-AND	2	610
flip-flops	1	400
-- cell families (layout without fill, tap and decap cells) --
logic type / Yosys count / count (layout)
AND-OR/OR-AND: 10 / 10
adder cells (fa/ha/maj): 4 / 4
AND/OR/NAND/NOR: 28 / 28
buffers and inverters: 7 / 32
multiplexers: 2 / 2
other: 1 / 1
XOR/XNOR: 5 / 5
flip-flops: 14 / 14
-- power groups by stage --
stage         clock [mW]  sequential [mW]  combinational (mW)
CTS                0.151            0.222              0.0574
global route       0.165            0.223              0.0627
finish             0.149            0.222              0.0562
-- worst min path at each step --
stage | start | slack (ps) | to
6_report | count0[0] | 470 | count0[0]
5_1_grt | count0[0] | 510 | count0[0]
4_1_cts | count0[0] | 480 | count0[0]
-- per-stage QoR --
| stage | hold slack [ps] | worst slack (ps) | cells | utilization [%] |
|---|---|---|---|---|
| 2_1_floorplan | 433.4 | 1346 | 71 | - |
| 3_3_place_gp | 447.7 | 466.3 | 138 | 27.00 |
| 3_5_place_dp | 461.9 | 474.0 | 138 | 27.00 |
| 4_1_cts | 476.8 | 466.9 | 142 | 28.06 |
| 5_1_grt | 505.6 | 414.4 | 142 | 28.06 |
| 6_report | 469.9 | 469.1 | 142 | 28.06 |
-- placed cells by master, fill, tap and decap left out --
master and instances:
sky130_fd_sc_hd__nor3b_1 2, sky130_fd_sc_hd__clkdlybuf4s50_1 22, sky130_fd_sc_hd__and2_2 1, sky130_fd_sc_hd__a21oi_1 3, sky130_fd_sc_hd__or3_1 1, sky130_fd_sc_hd__nor2_1 11
sky130_fd_sc_hd__clkbuf_8 1, sky130_fd_sc_hd__a211oi_1 1, sky130_fd_sc_hd__and3b_1 2, sky130_fd_sc_hd__mux2i_1 2, sky130_fd_sc_hd__or2_4 1, sky130_fd_sc_hd__xor2_1 2
sky130_fd_sc_hd__inv_1 6, sky130_fd_sc_hd__nand2b_1 1, sky130_fd_sc_hd__xnor2_1 3, sky130_fd_sc_hd__dfxtp_1 13, sky130_fd_sc_hd__nand3_1 4, sky130_fd_sc_hd__o21ai_0 4
sky130_fd_sc_hd__a31o_2 1, sky130_fd_sc_hd__edfxtp_1 1, sky130_fd_sc_hd__nand4_1 3, sky130_fd_sc_hd__nand3b_1 1, sky130_fd_sc_hd__nor2b_1 1, sky130_fd_sc_hd__conb_1 1
sky130_fd_sc_hd__o21a_1 1, sky130_fd_sc_hd__ha_1 4, sky130_fd_sc_hd__clkbuf_4 3
-- flip-flops by register name, summed over array words and instances, names as in the netlist --
name / count
count0: 5
data_in_temp: 2
soft_rst0: 1
soft_rst1: 1
count1: 5
-- final cells by class --
cell class	count	area (sq um)	share of cell area, %
clock buffers	4	36.28	3.786
inverters	6	22.52	2.350
well taps	46	57.56	6.005
flip-flops and latches	14	290.3	30.29
multi-input cells	50	331.6	34.60
repair buffers	22	220.2	22.98
-- per-layer routing --
| metal | GRT usage, % | wire (um) | up-vias |
|---|---|---|---|
| li1 | - | - | 292 |
| met1 | 5.955 | 764 | 234 |
| met2 | 5.618 | 449 | 21 |
| met3 | 1.364 | 128 | 2 |
| met4 | 0.5282 | 8 | 0 |
| met5 | 0 | 0 | - |
Power is estimated from default activity; no workload was simulated.
